===== ./run.sh =====
#!/bin/bash
# OpenROAD 26Q1-2900-gdf79404cd8, Yosys 0.63+post, stock flow scripts
make -C /OpenROAD-flow-scripts/flow DESIGN_CONFIG=/design/flow/config.mk WORK_HOME=/design/flow/orfs finish

===== ./config.mk =====
export PLATFORM = sky130hd
export DESIGN_NAME = wrapper
export DESIGN_NICKNAME = wrapper
export VERILOG_FILES = /design/flow/design.v
export SDC_FILE = /design/flow/constraint.sdc
export NUM_CORES = 4
export LEC_CHECK = 1
export CORE_UTILIZATION = 30
export SYNTH_HDL_FRONTEND = slang

===== ./constraint.sdc =====
current_design wrapper

set clk_period 35.1
set clk_io_pct 0.2

create_clock -name clk0 -period $clk_period [get_ports {sysclk}]

set non_clock_inputs [all_inputs -no_clocks]
set_input_delay [expr $clk_period * $clk_io_pct] -clock clk0 $non_clock_inputs
set_output_delay [expr $clk_period * $clk_io_pct] -clock clk0 [all_outputs]

===== ./design.v =====
module RR_arbiter#(
  parameter STREAM_COUNT = 2
) (
  input  logic                    clk,
  input  logic                    nrst,
  input  logic                    en,
  input  logic [STREAM_COUNT-1:0] req,
  output logic [STREAM_COUNT-1:0] grant
);
  logic [STREAM_COUNT-1:0] ptr_r;
  logic [STREAM_COUNT-1:0] mask;
  logic [STREAM_COUNT-1:0] masked_req;
  logic [STREAM_COUNT-1:0] masked_grant;
  logic [STREAM_COUNT-1:0] unmasked_grant;
  logic [STREAM_COUNT-1:0] grant_rr_d;
  logic [STREAM_COUNT-1:0] grant_rr;
  logic en_d, nzero_req, nzero_req_d, grant_en;
  assign mask       = ~((ptr_r-1) | ptr_r);
  assign masked_req = req & mask;
  assign grant_rr   = (|masked_req) ? masked_grant : unmasked_grant;
  assign grant      = (grant_en)     ? grant_rr   : grant_rr_d;
  simple_priority_arbiter #(STREAM_COUNT) i_masked_sp(
    .req  (masked_req  ),
    .grant(masked_grant)
  );
  simple_priority_arbiter #(STREAM_COUNT) i_unmasked_sp(
    .req  (req           ),
    .grant(unmasked_grant)
  );
  assign nzero_req = |req;
  assign grant_en  = en_d | (~nzero_req_d & nzero_req);
  always_ff @(posedge clk or negedge nrst) begin
    if (!nrst) begin
      grant_rr_d <= '0;
    end else if (grant_en) begin
      grant_rr_d <= grant_rr;
    end
  end
  always_ff @(posedge clk or negedge nrst) begin
    if (!nrst) begin
      en_d        <= 1'b0;
      nzero_req_d <= 1'b0;
    end else begin
      en_d        <= en;
      nzero_req_d <= nzero_req;
    end
  end
  always_ff @(posedge clk or negedge nrst)
    if (~nrst)   ptr_r <= 0;
    else if (en) ptr_r <= grant;
endmodule
module RR_priority_arbiter#(
   parameter STREAM_COUNT = 2,
             T_QOS__WIDTH = 4
) (
   input  logic                    clk,
   input  logic                    nrst,
   input  logic                    en,
   input  logic [STREAM_COUNT-1:0] req,
   input  logic [T_QOS__WIDTH-1:0] qos [STREAM_COUNT-1:0],
   output logic [STREAM_COUNT-1:0] grant
);
  logic [T_QOS__WIDTH-1:0] max_qos;
  logic [T_QOS__WIDTH-1:0] active_qos [STREAM_COUNT-1:0];
  logic [STREAM_COUNT-1:0] active_req;
  always_comb begin
    for (int i = 0; i < STREAM_COUNT; i = i + 1) 
      active_qos[i] = req[i] ? qos[i] : 0;
  end
  always_comb begin
    for (int i = 0; i < STREAM_COUNT; i++)
      active_req[i] = ((qos[i] == max_qos) | (qos[i] == 0)) & req[i];
  end
  max_finder #(STREAM_COUNT, T_QOS__WIDTH) i_max(
    .values   (active_qos),
    .max_value(max_qos)
   );
  RR_arbiter #(STREAM_COUNT) i_rr(
    .clk  (clk),
    .nrst (nrst),
    .req  (active_req),
    .en   (en),
    .grant(grant)
  );
endmodule
module max_finder #(
  parameter N  = 8,
            WL = 4
)(
  input  logic [WL-1:0] values [N-1:0],
  output logic [WL-1:0] max_value
);
  logic [WL-1:0] max_val;
  always_comb begin
    max_val = values[0];
    for (int i = 1; i < N; i++) begin
      max_val = (max_val > values[i]) ? max_val : values[i];
    end
  end
  assign max_value = max_val;
endmodule
module simple_priority_arbiter #(
   parameter STREAM_COUNT = 2
) (
   input  logic [STREAM_COUNT-1:0] req,
   output logic [STREAM_COUNT-1:0] grant
);
logic [STREAM_COUNT-1:0] higher_pri_reqs;
assign higher_pri_reqs[0] = 1'b0;
generate
    for (genvar i=1; i<STREAM_COUNT; i++) begin
        assign higher_pri_reqs[i] = |req[i-1:0];
    end
endgenerate
assign grant = req & ~higher_pri_reqs;
endmodule
module stream_arbiter #(
  parameter  T_DATA_WIDTH = 8,
             T_QOS__WIDTH = 4,
             STREAM_COUNT = 2,
  localparam T_ID___WIDTH = $clog2(STREAM_COUNT)
)(
  input  logic clk,
  input  logic rst_n,
  input  logic [T_DATA_WIDTH-1:0] s_data_i [STREAM_COUNT-1:0],
  input  logic [T_QOS__WIDTH-1:0] s_qos_i [STREAM_COUNT-1:0],
  input  logic [STREAM_COUNT-1:0] s_last_i ,
  input  logic [STREAM_COUNT-1:0] s_valid_i,
  output logic [STREAM_COUNT-1:0] s_ready_o,
  output logic [T_DATA_WIDTH-1:0] m_data_o,
  output logic [T_QOS__WIDTH-1:0] m_qos_o,
  output logic [T_ID___WIDTH-1:0] m_id_o,
  output logic m_last_o,
  output logic m_valid_o,
  input  logic m_ready_i
);
  logic [STREAM_COUNT-1:0] grant_onehot, grant_onehot_d;
  logic [T_ID___WIDTH-1:0] id;
  logic [T_DATA_WIDTH-1:0] data;
  logic [T_QOS__WIDTH-1:0] qos;
  logic valid, last, last_d, en;
  logic valid_d;
  logic valid_negedge;
  assign en = last & m_ready_i | (~last_d & valid_negedge); 
  RR_priority_arbiter #(STREAM_COUNT, T_QOS__WIDTH) i_rr_pr(
    .clk  (clk         ),
    .nrst (rst_n       ),
    .en   (en          ),
    .req  (s_valid_i   ),
    .qos  (s_qos_i     ),
    .grant(grant_onehot)
  );
  always_comb begin
    id = 0;
    for (int i = 0; i < STREAM_COUNT; i++) begin
      if (grant_onehot[i]) id = i;
    end
  end
  always_comb begin
    data =  0;
    qos  =  0;
    last =  0;
    valid = 0;
    for (int i = 0; i < STREAM_COUNT; i++) begin
      if (id == i) begin
        data =  s_data_i[i];
        qos  =  s_qos_i [i];
        last =  s_last_i[i];
        valid = s_valid_i[i];
      end
    end
  end
  always_ff @(posedge clk or negedge rst_n) begin
    if (!rst_n) begin
      valid_d <= 1'b0;
      last_d  <= 1'b0;
    end else begin
      valid_d <= valid;   
      last_d  <= last;   
    end
  end
  assign valid_negedge = valid_d & !valid;
  assign m_id_o    = id;
  assign m_data_o  = data;
  assign m_qos_o   = qos;
  assign m_last_o  = last;
  assign m_valid_o = valid;
  assign s_ready_o = (~m_ready_i) ? {STREAM_COUNT{1'b0}} :
                     (|s_valid_i) ? grant_onehot : 
                                    {STREAM_COUNT{1'b1}};
endmodule
`timescale 1ns / 1ps
module wrapper(
  input  logic sysclk,
  input  logic nrst,
  input  logic [7:0] data0,
  input  logic [7:0] data1,
  input  logic [7:0] data2,
  input  logic [7:0] data3,
  input  logic [7:0] data4,
  input  logic [7:0] data5,
  input  logic [7:0] data6,
  input  logic [7:0] data7,
  input  logic [3:0] qos0,
  input  logic [3:0] qos1,
  input  logic [3:0] qos2,
  input  logic [3:0] qos3,
  input  logic [3:0] qos4,
  input  logic [3:0] qos5,
  input  logic [3:0] qos6,
  input  logic [3:0] qos7,
  input  logic [7:0] last_i,
  input  logic [7:0] valid_i,
  output logic [7:0] ready_o,
  output logic [2:0] id,
  output logic [7:0] data_o,
  output logic [3:0] qos_o,
  output logic       last_o,
  output logic       valid_o,
  input  logic       ready_i
);
 logic [7:0] s_data_i [0:7];
 logic [3:0] s_qos_i  [0:7];
 assign s_data_i[0] = data0;
 assign s_data_i[1] = data1;
 assign s_data_i[2] = data2; 
 assign s_data_i[3] = data3;
 assign s_data_i[4] = data4;
 assign s_data_i[5] = data5;
 assign s_data_i[6] = data6; 
 assign s_data_i[7] = data7;
 assign s_qos_i[0] = qos0;
 assign s_qos_i[1] = qos1;
 assign s_qos_i[2] = qos2;
 assign s_qos_i[3] = qos3;
 assign s_qos_i[4] = qos4;
 assign s_qos_i[5] = qos5;
 assign s_qos_i[6] = qos6;
 assign s_qos_i[7] = qos7;
stream_arbiter #(8,4,8) i_arb(
  .clk      (sysclk  ),
  .rst_n    (nrst    ),
  .s_data_i (s_data_i),
  .s_qos_i  (s_qos_i ),
  .s_last_i (last_i ),
  .s_valid_i(valid_i ),
  .s_ready_o(ready_o ),
  .m_data_o (data_o  ),
  .m_qos_o  (qos_o   ),
  .m_id_o   (id      ),
  .m_last_o (last_o  ),
  .m_valid_o(valid_o ),
  .m_ready_i(ready_i )
);
endmodule

==> flow_summary.toml <==
# flow metrics
[run_status]
status = "complete, no violations"

[grt]
grt_pass1_wl_um = 31800
track_usage_pct = 21.9
grt_use_met1_pct = 32.0
busiest_layer = "met2"
grt.met2_usage_pct = 35.0
grt_overflow = 0
grt_max_degree = 23
grtUsageMet3_pct = 3.08
grt_antenna_before_repair = 0
first_global_vias = 5946

[cts]
clock_sinks = 20
root_buffer = "clkbuf_16"
ctsResizeCount = 0
clkTransAtPathRegs_ps = 50
clk_path_buf_depth = 2
cts_buffers = 3
cts_max_level = 1
cts_tree = "done"
clock_latency_ps = 250
hold_buffers = 0
post_cts_buffers = 0

[timing]
setup-tns-final_ps = 0
fin_crit_sh_pct = 89.1
rsz0062_at_grt = "no"
worst_pin_slew_ps = 920
hold_violations = 0
drv_slew = 0
fin_skew_ps = 1.12
finalSetupViolations = 0
fmax_ghz = 0.0320
min_period_ps = 31270
setup_slack_ps = 3830
relSlewSlack_pct = 38.7

[floorplan]
die_y_um = 136
dieWidth_um = 136
pin_count = 140
initCoreUtil_pct = 30.9
row_count = 48
dieArea_um2 = 18500
coreArea_um2 = 17400

[logic_synthesis]
flop_cell = "dfrtp_1"
ys_async_sr_fraction_pct = 100
synthDominantCellAreaShare_pct = 9.30
edf_count = 0
synth_area_um2 = 5380
synthCells = 740
ys_types = 104
area_leaders = "dfrtp_1 (9.3%), nand2_1 (6.6%), ha_1 (4.2%)"
ys_ff = 20
synth_seq_share_pct = 9.30
syn_avg_cell_area_um2 = 7.27
synth.yosys.warnings = 0
yosys_cells = 740
largest_area_cell = "dfrtp_1"
yosys_area_um2 = 5380

[detailed_routing]
viasPerCell = 6.02
drtIter0Drc = 675
wl_um = 20200
num_vias = 6498
drtPass1Iterations = 5
antenna_left = 0
drcViolationCount = 0
diodes = 0
wire_per_inst_um = 18.7

[hold_path]
holdCritPathClass = "flop to flop"

[final_layout]
drive_gt1_share_pct = 7.85
area.growth.synth_to_final_pct = 30.3
final_util_pct = 40.3

[critical_path]
crit_arrival_ps = 24250
critical_path.max_stage_delay_ps = 880
cp_max_fo = 20
path_class = "input port to output pin"
crit_path_top_delay_cell = "clkdlybuf4s50_1"
cp.required_ps = 28080
cp-start-kind = "input port"
crit_path_end_kind = "output pin"

[flow_run]
maxCapViolations = 0
warnings = 25

[placement]
dp_hpwl_um = 16100
gp_congestion = 1.01
portBuffers = 139
place_ws_ps = 4150
## logic make-up (layout without fill, tap and decap cells)
logic type	Yosys count	after routing	share of synthesized area (%)
simple gates	295	295	28.6
compound gates	289	289	43.3
buf+inv	76	190	6.23
mux	26	26	5.60
flops	20	20	9.30
fa+ha+maj	19	19	4.40
xor+xnor	15	15	2.58
## metal layers
metal	routed length [µm]	vias up	part of all wire, %
met2	9150	332	45
met3	1630	28	8.1
li1	-	3138	-
met1	9140	3000	45
met5	0	-	0
met4	300	0	1.5
## registers in the layout, indices dropped and copies added, names as in the netlist
name	count
i_arb.i_rr_pr.i_rr.en_d	1
i_arb.i_rr_pr.i_rr.grant_rr_d	8
i_arb.i_rr_pr.i_rr.nzero_req_d	1
i_arb.i_rr_pr.i_rr.ptr_r	8
i_arb.last_d	1
i_arb.valid_d	1
## path summary, 6_finish.rpt
| check | from | end | slack, ps | depth (start not counted) |
|---|---|---|---|---|
| min reg2reg | i_arb.i_rr_pr.i_rr.grant_rr_d[0]$_DFF_PN0_ | i_arb.i_rr_pr.i_rr.grant_rr_d[0]$_DFF_PN0_ | 510 | 2 |
| max in group asynchronous | nrst | i_arb.i_rr_pr.i_rr.grant_rr_d[4]$_DFF_PN0_ | 27780 | 2 |
| max | valid_i[0] | qos_o[3] | 3830 | 67 |
| max reg2reg | i_arb.i_rr_pr.i_rr.ptr_r[1]$_DFFE_PN0P_ | i_arb.i_rr_pr.i_rr.ptr_r[7]$_DFFE_PN0P_ | 29920 | 16 |
| min | i_arb.i_rr_pr.i_rr.grant_rr_d[0]$_DFF_PN0_ | i_arb.i_rr_pr.i_rr.grant_rr_d[0]$_DFF_PN0_ | 510 | 2 |
| min in group asynchronous | nrst | i_arb.i_rr_pr.i_rr.ptr_r[0]$_DFFE_PN0P_ | 7110 | 2 |
## layout by cell type, fill, tap and decap left out, drive strengths merged, types with 16 or more instances in the layout
cell           instances
a211oi                20
a21oi                 38
and2                  24
clkdlybuf4s50        139
dfrtp                 20
ha                    18
inv                   39
nand2                 96
nand2b                16
nand3                 24
nor2                  51
nor3                  18
o21ai                 47
## cells in the mapped netlist (7+ instances only)
master	n
a21boi_0	7
dfrtp_1	20
o221ai_1	7
buf_2	9
a21oi_1	37
o211ai_1	13
nor2_1	51
a211oi_1	20
xor2_1	7
a22o_1	10
clkbuf_1	19
nand4_1	7
nor3_1	16
and3_1	7
mux2_4	7
xnor2_1	7
and2_1	23
nand2_1	95
mux2i_1	14
nand2b_1	15
inv_1	37
o21ai_0	40
nor4_1	10
ha_1	18
a221o_1	8
nand3_1	24
o211a_1	7
a32oi_1	8
a21o_1	8
o21a_1	9
## final cells by class
cell class                      count  area [µm²]
Multi-Input combinational cell    644        4540
Clock buffer                        4        88.8
Inverter                           39         146
Fill cell                        1807       10400
Sequential cell                    20         500
Tap cell                          225         282
Timing Repair Buffer              147        1450
## stage by stage
step                hold WS (ps)  cell area (µm²)  instances
finish                       508             7010       1079
global route                 538             7010       1079
CTS                          505             7010       1079
detailed placement           481             6920       1075
global placement             494             6920       1075
floorplan                    448             5380        740
## critical path, delay by kind of cell
kind                     cells  cell delay [ps]
AND-OR/OR-AND               33             8960
XOR/XNOR                     1              170
adder cells (fa/ha/maj)      8             2620
buffers and inverters        4             1770
multiplexers                 2              750
AND/OR/NAND/NOR             19             2910
